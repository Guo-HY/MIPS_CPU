===== design/flow/design.v =====
module D_reg (
    input wire clk,
    input wire reset,
    output wire D_allow_in,
    output wire D_to_E_valid,
    input wire E_allow_in,
    input wire F_to_D_valid,
    input wire req,
    input wire stall,
    input wire eret,
    input wire bd_D_i,
    output wire bd_D_o,
    input wire [31:0] instr_D_i,
    output wire [31:0] instr_D_o,
    input wire [31:0] pc8_D_i,
    output wire [31:0] pc8_D_o,
    input wire [31:0] pc_D_i,
    output wire [31:0] pc_D_o,
    input wire [4:0] exccode_D_i,
    output wire [4:0] exccode_D_o
);
    reg [31:0] instr_D,pc8_D,pc_D;
    reg bd_D;
    reg [4:0] exccode_D;
    reg     D_valid;
    wire    D_ready_go   = ~stall;   
    assign  D_allow_in   = !D_valid || D_ready_go && E_allow_in;
    assign  D_to_E_valid = D_valid && D_ready_go;
    reg r_eret;
    always @(posedge clk) begin
        if(reset|req) begin
            D_valid <= 0;
            r_eret <= 0;
        end else if(D_allow_in) begin
            if(eret|r_eret)begin
                D_valid <= 0;
            end else begin
                D_valid <= F_to_D_valid;
            end
            if(eret&~F_to_D_valid)begin
                r_eret <= 1'b1;
            end else if(r_eret&F_to_D_valid)begin
                r_eret <= 1'b0;
            end
            instr_D <= instr_D_i;
            pc8_D <= pc8_D_i;
            pc_D <= pc_D_i;
            exccode_D <= exccode_D_i;
        end
    end
    reg [1:0] bd_state;
    parameter IDLE  = 2'b00;
    parameter SLOT1 = 2'b01;
    parameter SLOT2 = 2'b10;
    always @(posedge clk) begin
        if(reset|req)   bd_state <= IDLE;
        else begin
            case (bd_state)
                IDLE:   if(D_allow_in&bd_D_i&~F_to_D_valid)     bd_state <= SLOT1; 
                        else if(D_allow_in&bd_D_i&F_to_D_valid) bd_state <= SLOT2; 
                SLOT1:  if(D_allow_in&F_to_D_valid)         bd_state <= SLOT2; 
                SLOT2:  if(D_allow_in)                      bd_state <= IDLE;  
                default: bd_state <= 2'b11;
            endcase
        end
    end
    assign bd_D_o       = (bd_state==SLOT1)||(bd_state==SLOT2);
    assign instr_D_o    = instr_D   & {32{D_valid}};
    assign pc8_D_o      = pc8_D;
    assign pc_D_o       = pc_D;
    assign exccode_D_o  = exccode_D & {5{D_valid}}; 
endmodule
module E_reg (
    input wire clk,
    input wire reset,
    output wire E_allow_in,
    output wire E_to_M_valid,
    input wire M_allow_in,
    input wire D_to_E_valid,
    input wire req,
    input wire stall,
    input wire[4:0] alu_op_E_i,
    output wire[4:0] alu_op_E_o,
    input wire[2:0] md_op_E_i,
    output wire[2:0] md_op_E_o,
    input wire start_E_i,
    output wire start_E_o,
    input wire srcbm_sel_E_i,
    output wire srcbm_sel_E_o,
    input wire mdm_sel_E_i,
    output wire mdm_sel_E_o,
    input wire [1:0] be_op_E_i,
    output wire [1:0] be_op_E_o,
    input wire data_addr_valid,
    input wire data_addr_ready,
    input wire store_req,
    input wire load_req,
    input wire [2:0] dmext_op_E_i,
    output wire [2:0] dmext_op_E_o,
    input wire [2:0] grfwdm_sel_E_i,
    output wire [2:0] grfwdm_sel_E_o,
    input wire regwrite_E_i,
    output wire regwrite_E_o,
    input wire [4:0] a1_E_i,
    output wire [4:0] a1_E_o,
    input wire [4:0] a2_E_i,
    output wire [4:0] a2_E_o,
    input wire [4:0] a3_E_i,
    output wire [4:0] a3_E_o,
    input wire [1:0] tnew_E_i,
    output wire [1:0] tnew_E_o,
    input wire [58-1:0] instr_code_E_i,
    output wire [58-1:0] instr_code_E_o,
    input wire cp0_write_E_i,
    output wire cp0_write_E_o,
    input wire [4:0] cp0_addr_E_i,
    output wire [4:0] cp0_addr_E_o,
    input wire [2:0] cp0_sel_E_i,
    output wire [2:0] cp0_sel_E_o,
    input wire cache_req_E_i,
    output wire cache_req_E_o,
    input wire [4:0] cache_op_E_i,
    output wire [4:0] cache_op_E_o,
    input wire eret_E_i,
    output wire eret_E_o,
    input wire mtc0_E_i,
    output wire mtc0_E_o,
    input wire bd_E_i,
    output wire bd_E_o,
    input wire [31:0] pc8_E_i,
    output wire [31:0] pc8_E_o,
    input wire [31:0] pc_E_i,
    output wire [31:0] pc_E_o,
    input wire [31:0] rd1_E_i,
    output wire [31:0] rd1_E_o,
    input wire [31:0] rd2_E_i,
    output wire [31:0] rd2_E_o,
    input wire [31:0] ext32_E_i,
    output wire [31:0] ext32_E_o,
    input wire [4:0] shamt_E_i,
    output wire [4:0] shamt_E_o,
    input wire [4:0] exccode_E_i,
    output wire [4:0] exccode_E_o
);
    reg [4:0] alu_op_E,a1_E,a2_E,a3_E,cp0_addr_E,shamt_E,exccode_E,cache_op_E;
    reg [2:0] md_op_E,dmext_op_E,grfwdm_sel_E,cp0_sel_E;
    reg start_E,srcbm_sel_E,mdm_sel_E,regwrite_E,cp0_write_E,eret_E,mtc0_E,bd_E,cache_req_E;
    reg [1:0] be_op_E,tnew_E;
    reg [58-1:0] instr_code_E;
    reg [31:0] pc8_E,pc_E,rd1_E,rd2_E,ext32_E;
    reg     E_valid;
    wire    E_ready_go      = (store_req==1'b0&&load_req==1'b0) || (data_addr_valid&&data_addr_ready);
    assign  E_allow_in      = !E_valid || E_ready_go && M_allow_in;
    assign  E_to_M_valid    = E_valid && E_ready_go;
    always @(posedge clk)begin
        if(reset|req)
            E_valid <= 0;
        else if(E_allow_in)begin
            E_valid <= D_to_E_valid;
            bd_E <= bd_E_i;
            pc_E <= pc_E_i;
            alu_op_E <= alu_op_E_i;
            md_op_E <= md_op_E_i;
            start_E <= start_E_i;
            srcbm_sel_E <= srcbm_sel_E_i;
            mdm_sel_E <= mdm_sel_E_i;
            be_op_E <= be_op_E_i;
            dmext_op_E <= dmext_op_E_i;
            grfwdm_sel_E <= grfwdm_sel_E_i;
            regwrite_E <= regwrite_E_i;
            a1_E <= a1_E_i;
            a2_E <= a2_E_i;
            a3_E <= a3_E_i;
            tnew_E <= tnew_E_i;
            instr_code_E <= instr_code_E_i;
            cp0_write_E <= cp0_write_E_i;
            cp0_addr_E <= cp0_addr_E_i;
            cp0_sel_E <= cp0_sel_E_i;
            cache_req_E <= cache_req_E_i;
            cache_op_E <= cache_op_E_i;
            eret_E <= eret_E_i;
            mtc0_E <= mtc0_E_i;
            pc8_E <= pc8_E_i;
            rd1_E <= rd1_E_i;
            rd2_E <= rd2_E_i;
            ext32_E <= ext32_E_i;
            shamt_E <= shamt_E_i;
            exccode_E <= exccode_E_i;    
        end
    end
    assign alu_op_E_o       = alu_op_E;
    assign md_op_E_o        = md_op_E       & {3{E_valid}};
    assign start_E_o        = start_E       & E_valid;
    assign srcbm_sel_E_o    = srcbm_sel_E;
    assign mdm_sel_E_o      = mdm_sel_E;
    assign be_op_E_o        = be_op_E       & {2{E_valid}};
    assign dmext_op_E_o     = dmext_op_E    & {3{E_valid}};
    assign grfwdm_sel_E_o   = grfwdm_sel_E;
    assign regwrite_E_o     = regwrite_E    & E_valid;
    assign a1_E_o           = a1_E          & {5{E_valid}};
    assign a2_E_o           = a2_E          & {5{E_valid}};
    assign a3_E_o           = a3_E          & {5{E_valid}};
    assign tnew_E_o         = tnew_E        & {2{E_valid}};
    assign instr_code_E_o   = instr_code_E  & {58{E_valid}};
    assign cp0_write_E_o    = cp0_write_E   & E_valid;
    assign cp0_addr_E_o     = cp0_addr_E    & {5{E_valid}};
    assign cp0_sel_E_o      = cp0_sel_E;
    assign eret_E_o         = eret_E        & E_valid;
    assign mtc0_E_o         = mtc0_E        & E_valid;
    assign pc8_E_o          = pc8_E;
    assign rd1_E_o          = rd1_E;
    assign rd2_E_o          = rd2_E;
    assign ext32_E_o        = ext32_E;
    assign shamt_E_o        = shamt_E;
    assign bd_E_o           = bd_E;
    assign pc_E_o           = pc_E;
    assign exccode_E_o      = exccode_E     & {5{E_valid}};
    assign cache_req_E_o    = cache_req_E;
    assign cache_op_E_o     = cache_op_E;
endmodule
module M_reg (
    input wire clk,
    input wire reset,
    output wire M_allow_in,
    output wire M_to_W_valid,
    input wire W_allow_in,
    input wire E_to_M_valid,
    input wire [1:0] ls_state,
    input wire data_rvalid,
    input wire data_bvalid,
    input wire req,
    input wire stall,
    input wire [2:0] dmext_op_M_i,
    output wire [2:0] dmext_op_M_o,
    input wire [2:0] grfwdm_sel_M_i,
    output wire [2:0] grfwdm_sel_M_o,
    input wire regwrite_M_i,
    output wire regwrite_M_o,
    input wire [4:0] a1_M_i,
    output wire [4:0] a1_M_o,
    input wire [4:0] a2_M_i,
    output wire [4:0] a2_M_o,
    input wire [4:0] a3_M_i,
    output wire [4:0] a3_M_o,
    input wire [1:0] tnew_M_i,
    output wire [1:0] tnew_M_o,
    input wire cp0_write_M_i,
    output wire cp0_write_M_o,
    input wire [4:0] cp0_addr_M_i,
    output wire [4:0] cp0_addr_M_o,
    input wire [2:0] cp0_sel_M_i,
    output wire [2:0] cp0_sel_M_o,
    input wire cache_req_M_i,
    output wire cache_req_M_o,
    input wire [4:0] cache_op_M_i,
    output wire [4:0] cache_op_M_o,
    input wire eret_M_i,
    output wire eret_M_o,
    input wire mtc0_M_i,
    output wire mtc0_M_o,
    input wire bd_M_i,
    output wire bd_M_o,
    input wire [31:0] pc8_M_i,
    output wire [31:0] pc8_M_o,
    input wire [31:0] pc_M_i,
    output wire [31:0] pc_M_o,
    input wire [31:0] rd2_M_i,
    output wire [31:0] rd2_M_o,
    input wire [31:0] alu_result_M_i,
    output wire [31:0] alu_result_M_o,
    input wire [31:0] md_result_M_i,
    output wire [31:0] md_result_M_o,
    input wire [4:0] exccode_M_i,
    output wire [4:0] exccode_M_o
);
    reg [2:0] dmext_op_M,grfwdm_sel_M,cp0_sel_M;
    reg regwrite_M,cp0_write_M,eret_M,mtc0_M,bd_M,cache_req_M;
    reg [4:0] a1_M,a2_M,a3_M,cp0_addr_M,exccode_M,cache_op_M;
    reg [1:0] tnew_M;
    reg [31:0] pc8_M,pc_M,rd2_M,alu_result_M,md_result_M;
    reg  M_valid;
    wire M_ready_go = ls_state==2'b00 || (ls_state==2'b01 && data_rvalid==1'b1) || (ls_state==2'b10 && data_bvalid==1'b1);
    assign M_allow_in = !M_valid || M_ready_go && W_allow_in;
    assign M_to_W_valid = M_valid && M_ready_go;
    always @(posedge clk) begin
        if(reset|req)
            M_valid <= 0;
        else if(M_allow_in)begin
            M_valid <= E_to_M_valid;
            dmext_op_M <= dmext_op_M_i;
            grfwdm_sel_M <= grfwdm_sel_M_i;
            regwrite_M <= regwrite_M_i;
            a1_M <= a1_M_i;
            a2_M <= a2_M_i;
            a3_M <= a3_M_i;
            if(tnew_M_i>0)  tnew_M <= tnew_M_i - 1;
            else            tnew_M <= tnew_M_i;
            cp0_write_M <= cp0_write_M_i;
            cp0_addr_M <= cp0_addr_M_i;
            cp0_sel_M  <= cp0_sel_M_i;
            cache_req_M <= cache_req_M_i;
            cache_op_M <= cache_op_M_i;
            eret_M <= eret_M_i;
            mtc0_M <= mtc0_M_i;
            bd_M <= bd_M_i;
            pc8_M <= pc8_M_i;
            pc_M <= pc_M_i;
            rd2_M <= rd2_M_i;
            alu_result_M <= alu_result_M_i;
            md_result_M <= md_result_M_i;
            exccode_M <= exccode_M_i;
        end    
    end
    assign dmext_op_M_o     = dmext_op_M;
    assign grfwdm_sel_M_o   = grfwdm_sel_M;
    assign regwrite_M_o     = regwrite_M    & M_valid;
    assign a1_M_o           = a1_M          & {5{M_valid}};
    assign a2_M_o           = a2_M          & {5{M_valid}};
    assign a3_M_o           = a3_M          & {5{M_valid}};
    assign tnew_M_o         = tnew_M        & {2{M_valid}};
    assign cp0_write_M_o    = cp0_write_M   & M_valid;
    assign cp0_addr_M_o     = cp0_addr_M    & {5{M_valid}};
    assign cp0_sel_M_o      = cp0_sel_M;
    assign eret_M_o         = eret_M        & M_valid;
    assign mtc0_M_o         = mtc0_M        & M_valid;
    assign bd_M_o           = bd_M;
    assign pc8_M_o          = pc8_M;
    assign pc_M_o           = pc_M;
    assign rd2_M_o          = rd2_M;
    assign alu_result_M_o   = alu_result_M;
    assign md_result_M_o    = md_result_M;
    assign exccode_M_o      = exccode_M     & {5{M_valid}};
    assign cache_req_M_o    = cache_req_M   & M_valid;
    assign cache_op_M_o     = cache_op_M;
endmodule
module W_reg (
    input wire clk,
    input wire reset,
    output wire W_allow_in,
    output wire W_to_R_valid,
    input wire R_allow_in,
    input wire M_to_W_valid,
    input wire req,
    input wire stall,
    input wire [2:0] grfwdm_sel_W_i,
    output wire [2:0] grfwdm_sel_W_o,
    input wire regwrite_W_i,
    output wire regwrite_W_o,
    input wire [4:0] a1_W_i,
    output wire [4:0] a1_W_o,
    input wire [4:0] a2_W_i,
    output wire [4:0] a2_W_o,
    input wire [4:0] a3_W_i,
    output wire [4:0] a3_W_o,
    input wire [31:0] pc8_W_i,
    output wire [31:0] pc8_W_o,
    input wire [31:0] pc_W_i,
    output wire [31:0] pc_W_o,
    input wire [31:0] alu_result_W_i,
    output wire [31:0] alu_result_W_o,
    input wire [31:0] md_result_W_i,
    output wire [31:0] md_result_W_o,
    input wire [31:0] m_data_rdata_W_i,
    output wire [31:0] m_data_rdata_W_o,
    input wire [31:0] cp0_out_W_i,
    output wire [31:0] cp0_out_W_o
);
    reg [2:0] grfwdm_sel_W;
    reg regwrite_W;
    reg [4:0] a1_W,a2_W,a3_W;
    reg [31:0] pc8_W,pc_W,alu_result_W,md_result_W,m_data_rdata_W,cp0_out_W;
    reg     W_valid;
    wire    W_ready_go      = 1'b1;
    assign  W_allow_in      = !W_valid || W_ready_go && R_allow_in;
    assign  W_to_R_valid    = W_valid && W_ready_go;
    always @(posedge clk) begin
        if(reset|req)
            W_valid <= 0;
        else if(W_allow_in)begin
            W_valid <= M_to_W_valid;
            grfwdm_sel_W <= grfwdm_sel_W_i;
            regwrite_W <= regwrite_W_i;
            a1_W <= a1_W_i;
            a2_W <= a2_W_i;
            a3_W <= a3_W_i;
            pc8_W <= pc8_W_i;
            pc_W <= pc_W_i;
            alu_result_W <= alu_result_W_i;
            md_result_W <= md_result_W_i;
            m_data_rdata_W <= m_data_rdata_W_i;
            cp0_out_W <= cp0_out_W_i;
        end
    end
    assign grfwdm_sel_W_o   = grfwdm_sel_W;
    assign regwrite_W_o     = regwrite_W    & W_valid;
    assign a1_W_o           = a1_W          & {5{W_valid}};
    assign a2_W_o           = a2_W          & {5{W_valid}};
    assign a3_W_o           = a3_W          & {5{W_valid}};
    assign pc8_W_o          = pc8_W;
    assign pc_W_o           = pc_W;
    assign alu_result_W_o   = alu_result_W;
    assign md_result_W_o    = md_result_W;
    assign m_data_rdata_W_o = m_data_rdata_W;
    assign cp0_out_W_o      = cp0_out_W;
endmodule

===== design/flow/run.sh =====
#!/bin/bash
# OpenROAD 26Q1-2900-gdf79404cd8, Yosys 0.63+post, stock flow scripts
make -C /OpenROAD-flow-scripts/flow DESIGN_CONFIG=/design/flow/config.mk WORK_HOME=/design/flow/orfs finish

===== design/flow/config.mk =====
export PLATFORM = sky130hd
export DESIGN_NAME = E_reg
export DESIGN_NICKNAME = E_reg
export VERILOG_FILES = /design/flow/design.v
export SDC_FILE = /design/flow/constraint.sdc
export NUM_CORES = 4
export LEC_CHECK = 1
export CORE_AREA = 10 10 273 273
export DIE_AREA = 0 0 283 283

===== design/flow/constraint.sdc =====
current_design E_reg

set clk_period 51.8
set clk_io_pct 0.2

create_clock -name clk0 -period $clk_period [get_ports {clk}]

set non_clock_inputs [all_inputs -no_clocks]
set_input_delay [expr $clk_period * $clk_io_pct] -clock clk0 $non_clock_inputs
set_output_delay [expr $clk_period * $clk_io_pct] -clock clk0 [all_outputs]

==> flow_summary.json <==
{
  "post_cts_buffers": 0,
  "worst-r2r-setup-slack_ns": 48.39,
  "power_switching_mw": 0.113,
  "antenna_left": 0,
  "synth_area_um2": 9260,
  "grt_pass1_wl_mm": 51.3,
  "grt_usage": 0.0905,
  "yosysUniqueCellTypes": 15,
  "worst_slew_margin_rel": 0.509,
  "slew_violations": 0,
  "max_freq_ghz": 0.0453,
  "postSynthCellCount": 403,
  "hold_viol_final": 0,
  "finalCriticalPeriod_ns": 22.07,
  "drtIter0Drc": 201,
  "coreArea_um2": 68600,
  "num_vias": 6124,
  "routed_via_density": 3.11,
  "critPathKind": "in -> out",
  "drc": 0,
  "io_buffer_count": 576,
  "grt.overflow.total": 0,
  "drt-pass1-iter-count": 4,
  "yosys-stat-cells": 403,
  "fp.dieH_um": 283,
  "totalPowerFinal_mw": 0.572,
  "grt_max_degree": 86,
  "wirelength_mm": 36.2,
  "synth_seq_share": 0.920,
  "p_sw_frac": 0.198,
  "rsz0062_at_grt": "false",
  "critPathMaxFanout": 2,
  "die_area_um2": 80100,
  "power.internal_mw": 0.459,
  "pwr-share-seq": 0.476,
  "p_leak_nw": 5.80,
  "io_pins": 578,
  "worst_ep_arrival_time_ns": 11.71,
  "cts_resized": 0,
  "tool_warnings": 26,
  "p_comb_frac": 0.089,
  "min_path_type": "reg -> reg",
  "ys_warn_count": 1,
  "syn_to_final_growth_pct": 87.5,
  "skew_ns": 0.0108,
  "die_x_um": 283,
  "num_rows": 96,
  "cts-root-buf": "clkbuf_16",
  "routabilityCongestion": 0.831,
  "initial_core_util": 0.135,
  "dp.final_hpwl_mm": 29.3,
  "holdBufCountCts": 0,
  "cts_buffer_depth": 3,
  "clock_latency_ns": 0.53,
  "tns_ns": 0,
  "syn_area_per_cell_um2": 23.0,
  "wl_per_cell_um": 18.4,
  "grt_pass1_vias": 6928,
  "yosysChipArea_um2": 9260,
  "worstMarginPinSlew_ns": 0.737,
  "holdPathStages": 3,
  "layout_top_cell": "clkdlybuf4s50_1",
  "cp-start-kind": "primary input",
  "drv_cap": 0,
  "peakVddDrop_mv": 0.0276,
  "worstPathRequired_ns": 41.44,
  "drive_gt1_frac": 0.0550,
  "status": "finished clean",
  "cts_made_buffers": 35,
  "cp-end-kind": "output port",
  "pwr-share-clk": 0.436,
  "setup_viol": 0,
  "powerDensity_nw_per_um2": 32.9,
  "antenna_found_initial": 20,
  "cts_tree": "yes",
  "final_cell_mix": "576 x clkdlybuf4s50_1, 283 x edfxtp_1, 99 x and2_1",
  "period_used_share": 0.426,
  "h-tree-depth": 2,
  "synth_flops": 284,
  "reg2reg_depth": 5,
  "cts.sinks": 284,
  "clk_pin_slew_worst_paths_ns": 0.06
}
[worst max-delay path, stage by stage]
cell             delay (ns)
clkdlybuf4s50_1        0.43
o2bb2ai_1              0.27
and2_1                 0.17
clkdlybuf4s50_1        0.47
[path summary, 6_finish.rpt]
kind / end / start
setup / recovery: E_to_M_valid / load_req
hold / removal: E_valid$_SDFFE_PP0P_ / E_valid$_SDFFE_PP0P_
setup reg to reg: rd1_E[1]$_DFFE_PP_ / E_valid$_SDFFE_PP0P_
hold reg to reg: E_valid$_SDFFE_PP0P_ / E_valid$_SDFFE_PP0P_
[logic make-up after synthesis]
family	synth area share
flip-flops	0.920
AND/OR/NAND/NOR	0.0685
buffers and inverters	0.00703
AND-OR/OR-AND	0.00446
[Yosys cell counts]
cell type / count / share of area
buf_6: 1 / 0.0012
and2_1: 99 / 0.067
nor2_1: 1 / 0.00041
nor3_1: 1 / 0.00054
buf_2: 2 / 0.0011
clkbuf_2: 8 / 0.0043
a31o_2: 1 / 0.00095
edfxtp_1: 283 / 0.92
o2bb2ai_1: 1 / 0.00095
inv_1: 1 / 0.00041
o21ai_0: 1 / 0.00054
o311a_1: 1 / 0.0011
or2_1: 1 / 0.00068
dfxtp_1: 1 / 0.0022
a2bb2oi_1: 1 / 0.00095
[flip-flops by register name, summed over array words and instances (netlist names), 5 cells and up]
name          flops
pc8_E            32
a2_E              5
exccode_E         5
pc_E             32
a1_E              5
shamt_E           5
ext32_E          32
cache_op_E        5
cp0_addr_E        5
rd2_E            32
alu_op_E          5
rd1_E            32
instr_code_E     58
a3_E              5
[through the flow]
step / setup WS [ns] / instances / cell area [um2] / hold slack, ns / utilization
after floorplan: 30.83 / 403 / 9260 / 0.703 / -
after global placement: 29.73 / 1905 / 16200 / 1.35 / 0.236
after detailed placement: 29.74 / 1905 / 16200 / 1.39 / 0.236
final: 29.73 / 1971 / 17400 / 1.36 / 0.253
after CTS: 29.73 / 1967 / 17400 / 1.39 / 0.253
after global routing: 29.64 / 1967 / 17400 / 1.48 / 0.253
[metal layers]
layer  vias up  GRT usage  part of all wire
met1      2843     0.0870              0.31
met3        87     0.0840              0.20
li1       2756          -                 -
met4        30     0.0226             0.031
met2       408      0.139              0.45
met5         -          0            0.0057
[power groups by stage]
| stage | Clock [mW] | Sequential, mW | Combinational [mW] |
|---|---|---|---|
| after CTS | 0.261 | 0.272 | 0.0524 |
| after global routing | 0.269 | 0.273 | 0.0549 |
| final | 0.249 | 0.272 | 0.0507 |
[area by class of cell]
type,instances,area [um2]
diodes,4,10.0
fillers,6958,51200
clock inverters,21,226
repair buffers,582,5810
clock buffers,41,941
multi-input cells,107,684
flip-flops and latches,284,8520
well taps,931,1160
inverters,1,3.75
No activity file was given, so power comes from the tool's default toggle rates.
