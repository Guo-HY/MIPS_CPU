==> design.v <==
module cp0 (
    input wire          clk,
    input wire          reset,
    input wire          en,
    input wire [4:0]    addr,
    input wire [2:0]    cp0_sel,
    input wire [31:0]   wdata,
    input wire [31:0]   pc_M,
    input wire [31:0]   alu_result_M,
    input wire [4:0]    ExcCode,             
    input wire [5:0]    HWInt,               
    input wire          EXLClr,              
    input wire          bd,              
    output wire         req,                 
    output wire [31:0]  epc,
    output wire [31:0]  rdata
);  
    reg [31:0]  cp0_badvaddr;
    reg [31:0]  cp0_count;
    reg [31:0]  cp0_compare;
    reg         cp0_status_bev;
    reg [7:0]   cp0_status_im;
    reg         cp0_status_erl;
    reg         cp0_status_exl;
    reg         cp0_status_ie;
    wire [31:0] cp0_status = {9'b0,cp0_status_bev,6'b0,cp0_status_im,5'b0,cp0_status_erl,cp0_status_exl,cp0_status_ie};
    reg         cp0_cause_bd;
    reg         cp0_cause_ti;
    reg [7:0]   cp0_cause_ip;
    reg [4:0]   cp0_cause_exccode;
    wire [31:0] cp0_cause = {cp0_cause_bd,cp0_cause_ti,14'b0,cp0_cause_ip,1'b0,cp0_cause_exccode,2'b0};
    reg [31:0]  cp0_epc;
    reg         cp0_config_m;
    reg [2:0]   cp0_config_k23;
    reg [2:0]   cp0_config_ku;
    reg [8:0]   cp0_config_impl;
    reg         cp0_config_be;
    reg [1:0]   cp0_config_at;
    reg [2:0]   cp0_config_ar;
    reg [2:0]   cp0_config_mt;
    reg         cp0_config_vi;
    reg [2:0]   cp0_config_k0;
    wire [31:0] cp0_config = {cp0_config_m,cp0_config_k23,cp0_config_ku,cp0_config_impl,cp0_config_be,cp0_config_at,cp0_config_ar,cp0_config_mt,3'b0,cp0_config_vi,cp0_config_k0};
    reg cp0_config1_m;
    reg [5:0] cp0_config1_mmusize;
    reg [2:0] cp0_config1_is;
    reg [2:0] cp0_config1_il;
    reg [2:0] cp0_config1_ia;
    reg [2:0] cp0_config1_ds;
    reg [2:0] cp0_config1_dl;
    reg [2:0] cp0_config1_da;
    wire [31:0] cp0_config1 = {cp0_config1_m,cp0_config1_mmusize,cp0_config1_is,cp0_config1_il,cp0_config1_ia,cp0_config1_ds,cp0_config1_dl,cp0_config1_da,7'b0};
    reg [31:0] cp0_error_epc;
    wire int_req = (|(cp0_cause_ip&cp0_status_im))&cp0_status_ie&~cp0_status_exl&~cp0_status_erl;    
    wire ext_req = (|ExcCode)&~int_req&~cp0_status_exl&~cp0_status_erl;                              
    assign req  = int_req | ext_req;   
    wire mtc0_en = en&~req;   
    wire count_eq_compare = (cp0_count==cp0_compare);                                            
    always @(posedge clk) begin
        cp0_status_bev <= 1'b1;
    end
    always @(posedge clk) begin
        if(mtc0_en==1'b1&&addr==5'd12) cp0_status_im <= wdata[15:8];
    end
    always @(posedge clk) begin
        if(reset)
            cp0_status_erl <= 1'b1;
        else if(EXLClr)
            cp0_status_erl <= 1'b0;
        else if(mtc0_en==1'b1&&addr==5'd12)
            cp0_status_erl <= wdata[2];
    end
    always @(posedge clk) begin
        if(reset)
            cp0_status_exl <= 0;
        else if(req) 
            cp0_status_exl <= 1'b1;
        else if(EXLClr) 
            cp0_status_exl <= 1'b0;
        else if(mtc0_en==1'b1&&addr==5'd12) 
            cp0_status_exl <= wdata[1];
    end
    always @(posedge clk) begin
        if(reset)
            cp0_status_ie <= 1'b0;
        else if(mtc0_en==1'b1&&addr==5'd12)
            cp0_status_ie <= wdata[0];
    end
   always @(posedge clk) begin
        if(reset) 
            cp0_cause_bd <= 0;
        else if(req)
            cp0_cause_bd <= bd;
   end
   always @(posedge clk) begin
        if(reset)
            cp0_cause_ti <= 1'b0;
        else if(mtc0_en==1'b1&&addr==5'd11)
            cp0_cause_ti <= 1'b0;
        else if(count_eq_compare)
            cp0_cause_ti <= 1'b1;
   end
   always @(posedge clk) begin
        if(reset) 
            cp0_cause_ip[7:2] <= 0;
        else begin
            cp0_cause_ip[7:2] <= {{HWInt[5]|cp0_cause_ti},HWInt[4:0]};
        end
   end
   always @(posedge clk) begin
        if(reset)
            cp0_cause_ip[1:0] <= 0;
        else if(mtc0_en==1'b1&&addr==5'd13)
            cp0_cause_ip[1:0] <= wdata[9:8];
   end
    always @(posedge clk) begin
        if(reset) 
            cp0_cause_exccode <= 0;
        else if(ext_req) 
            cp0_cause_exccode <= ExcCode;
        else if(int_req)
            cp0_cause_exccode <= 0;
    end
    always @(posedge clk) begin
        if(reset) 
            cp0_badvaddr <= 0;
        else if(ext_req)begin
            if(pc_M[1:0]!=0) 
                cp0_badvaddr <= pc_M;   
            else if(ExcCode==5'h4||ExcCode==5'h5) 
                cp0_badvaddr <= alu_result_M; 
        end
    end
    always @(posedge clk) begin
        if(reset) 
            cp0_epc <= 0;
        else if(mtc0_en==1'b1&&addr==5'd14)
            cp0_epc <= wdata;
        else if(req) begin
            if(bd)  cp0_epc <= pc_M - 32'd4;
            else    cp0_epc <= pc_M;
        end
    end
    reg tick;
    always @(posedge clk) begin
        if(reset)   tick <= 1'b0;
        else        tick <= ~tick;
        if(mtc0_en==1'b1&&addr==5'd9)
            cp0_count <= wdata;
        else if(tick)
            cp0_count <= cp0_count + 1'b1;
    end
    always @(posedge clk) begin
        if(reset) cp0_compare <= 0;
        else if(mtc0_en==1'b1&&addr==5'd11) cp0_compare <= wdata;
    end
    always @(posedge clk) begin
        if(reset)begin
            cp0_config_m    <= 1'b1;
            cp0_config_k23  <= 3'd3;         
            cp0_config_ku   <= 3'd3;         
            cp0_config_impl <= 0;
            cp0_config_be   <= 1'b0;
            cp0_config_at   <= 0;
            cp0_config_ar   <= 0;
            cp0_config_mt   <= 3'd3;         
            cp0_config_vi   <= 0;
            cp0_config_k0   <= 3'd3;         
        end
    end
    always @(posedge clk) begin
        if(reset)begin
            cp0_config1_m <= 1'b0;
            cp0_config1_mmusize <= 1'b0;
            cp0_config1_is <= 3'd1;
            cp0_config1_il <= 3'd4;
            cp0_config1_ia <= 3'd1;
            cp0_config1_ds <= 3'd1;
            cp0_config1_dl <= 3'd4;
            cp0_config1_da <= 3'd1;
        end
    end
    always @(posedge clk) begin
        if(reset) 
            cp0_error_epc <= 0;
        else if(mtc0_en==1'b1&&addr==5'd30)
            cp0_error_epc <= wdata;
        else if(req) begin
            if(bd)  cp0_error_epc <= pc_M - 32'd4;
            else    cp0_error_epc <= pc_M;
        end
    end
    assign epc = cp0_status_erl ? cp0_error_epc : cp0_epc;
    assign rdata =  ({32{addr == 5'd8    }} & cp0_badvaddr) |
                    ({32{addr == 5'd9       }} & cp0_count   ) |
                    ({32{addr == 5'd11     }} & cp0_compare ) |
                    ({32{addr == 5'd12      }} & cp0_status  ) |
                    ({32{addr == 5'd13       }} & cp0_cause   ) |
                    ({32{addr == 5'd14         }} & cp0_epc     ) |
                    ({32{addr == 5'd16 && cp0_sel==3'b0}} & cp0_config) |
                    ({32{addr == 5'd16 && cp0_sel==3'b001}} & cp0_config1)|
                    ({32{addr == 5'd30         }} & cp0_error_epc     );   
endmodule
==> run.sh <==
#!/bin/bash
# OpenROAD 26Q1-2900-gdf79404cd8, Yosys 0.63+post, stock flow scripts
make -C /OpenROAD-flow-scripts/flow DESIGN_CONFIG=/design/flow/config.mk WORK_HOME=/design/flow/orfs finish
==> config.mk <==
export PLATFORM = sky130hd
export DESIGN_NAME = cp0
export DESIGN_NICKNAME = cp0
export VERILOG_FILES = /design/flow/design.v
export SDC_FILE = /design/flow/constraint.sdc
export NUM_CORES = 4
export LEC_CHECK = 1
export CORE_UTILIZATION = 30
==> constraint.sdc <==
current_design cp0

set clk_period 8.6
set clk_io_pct 0.2

create_clock -name clk0 -period $clk_period [get_ports {clk}]

set non_clock_inputs [all_inputs -no_clocks]
set_input_delay [expr $clk_period * $clk_io_pct] -clock clk0 $non_clock_inputs
set_output_delay [expr $clk_period * $clk_io_pct] -clock clk0 [all_outputs]
==> changes_impl.md <==
### Metrics

* Maximum count of clock buffers along a single path at 2
* Outcome: finished, final reports clean
* Antenna violation net count after detailed routing at 0
* Proportion of synthesized chip area in sequential cells at just under 40%
* Post-route minimum period at 6290 ps
* Total standard cell area after synthesis at roughly 0.011 mm2
* Avg Cell Area, Syn at about 8.4 um2
* Die Width at 190 um
* Number of gates given a new drive strength after cts at 0
* Starting density of the core at a little under a third
* Post-detail-place hpwl at a little over 30 mm
* Data arrival time of the critical path at 4570 ps
* Number of inserted filler cells in the final layout at approximately 3500
* Clock sink count at between 150 and 200
* Max-slew headroom at between 40% and 50%
* CTS root buf: clkbuf_16
* Clock latency reported for the late side of the worst-skew pair at 440 ps
* Tally of unique sky130hd cells used after synthesis at 61
* Length of the first detailed-routing pass in iterations at 5
* H-tree depth at 4
* Clock power share at a little over a third
* Portion of total power attributed to sequential cells at between 40% and 50%
* Least-Margin Pin Slew at roughly 800 ps
* Layout cell share with drive strength beyond 1 at ~8.3%
* OpenROAD warning count at 25
* Postcts setup bufs at 0
* Pin count of the biggest net entering global routing at 65
* Routed via count at between 10000 and 15000
* Synthesized registers at 187
* Die Area at 0.0362 mm2
* Sort of element at the start of the critical path: input pin
* Final Slew Violations at 0
* VDD IR max at around 0.00014 V
* EDFF count, synth at around 40
* Synthesized instance count at around 1300
* Yosys Chip Area at 0.0106 mm2
* Wire length per cell at ~23 um
* Switching share of power at just under 30%
* Largest driver fanout on the critical path at 41
* Worst hold path class: flop to flop
* Warnings from Yosys at 1
* Dominant register cell: dfxtp_1
* Iteration-0 DRC Markers at between 1000 and 1500
* Clock tree from TritonCTS: done
* CTS buffer count at 17
* Clock edge transition at the registers on the reported setup and hold paths at roughly 70 ps
* Part of the cycle the worst path needs at between 70 and 80%
* Layout overhead on the synthesized area at 26.6%
* Final count of negative-setup-slack endpoints at 0
* Async set-or-reset flop fraction in the synthesized netlist at 0%
* Overall global routing resource usage at 23.8%
* Number of cells in Yosys stat at 1272
* Wirelength, routed at between 40 and 50 mm
* Wire length of the first global-routing pass at 63.0 mm
* Critical Setup Path Class: input pin to output pin
* Cell Int Power at 1.54 mW
* Combinational group share of total power at between 10% and 20%
* Req. time, crit path at 6880 ps
* Number of global-route vias before repair at just over 10000
* Setup repair after global routing missed its margin: no
* Max-capacitance violation count at 0
* Total Negative Setup Slacks at 0 ps
* Io pins at about 190
* Power density normalized to cell area at approximately 160 mW/mm2
* Setup clock skew after layout at around 14 ps
* Height of the chip at roughly 190 um
* Remaining global-route overflow at 0
* Initial antenna violation count at 1
* Hold-fix buffer count after cts at 0
* Site Rows at around 68
* Std-Cell Core Area at about 0.035 mm2
* Vias per std cell at about 5.7
* Switching power at around 630 uW
* Non-Filler Instances at between 1500 and 2000
* Buffers on Ports at ~180
* Leakage power summed over all cells at approximately 4.3 nW
* RePlAce Congestion at slightly above 0.9
* Final hold violation count at 0
* Crit. End Element: output pin
* Total instance count after detailed placement at between 1500 and 2000
* Highest clock rate at 0.159 GHz
* Count of unresolved DRC violations after routing at 0
-- power groups by stage --
stage	combinational, mW	sequential, mW	clock (mW)
4_1_cts	0.361	1.02	0.790
5_1_grt	0.390	1.03	0.824
6_report	0.363	1.02	0.782
-- final timing paths --
| check | cells after the start | startpoint | slack [ps] | to |
|---|---|---|---|---|
| setup / recovery | 8 | addr[3] | 2310 | rdata[22] |
| hold / removal | 1 | tick$_SDFF_PP0_ | 410 | tick$_SDFF_PP0_ |
| setup reg to reg | 6 | cp0_status_im[5]$_DFFE_PP_ | 5300 | cp0_epc[26]$_SDFFE_PP0P_ |
| hold reg to reg | 1 | tick$_SDFF_PP0_ | 410 | tick$_SDFF_PP0_ |
-- critical path, cell delays in order --
cell,delay [ps]
clkdlybuf4s50_1,550
nor3b_1,260
and3_2,570
buf_4,520
a22o_1,200
a211oi_1,50
nand4_1,180
clkdlybuf4s50_1,490
-- flip-flops by register name, indices dropped and copies added (netlist names) --
| signal | cells |
|---|---|
| cp0_badvaddr | 32 |
| cp0_cause_bd | 1 |
| cp0_cause_exccode | 5 |
| cp0_cause_ip | 8 |
| cp0_cause_ti | 1 |
| cp0_compare | 32 |
| cp0_count | 32 |
| cp0_epc | 32 |
| cp0_error_epc | 32 |
| cp0_status_erl | 1 |
| cp0_status_exl | 1 |
| cp0_status_ie | 1 |
| cp0_status_im | 8 |
| tick | 1 |
-- layout by cell type, fill, tap and decap left out, types with 9 or more instances in the layout --
cell type,instances
nand2_1,187
clkdlybuf4s50_1,183
dfxtp_1,146
o21ai_0,94
a22oi_1,75
nand3_1,70
xnor2_1,64
a311oi_1,59
a21oi_1,55
nor2_1,52
edfxtp_1,40
nand4_1,34
mux2_2,34
buf_4,32
nor3_1,28
mux2i_1,28
nor4_1,26
a21boi_0,24
clkbuf_16,17
o31a_1,12
xor2_1,12
a31oi_1,10
inv_1,9
-- synthesized netlist by cell type, drive strengths merged, types with 2 or more instances --
cell type  count  share of area, %
or3            7              0.41
nand2b         5              0.29
dfxtp        147                28
and3           8              0.47
o21bai         2              0.14
and4           5              0.41
a22o           2              0.16
xor2          12              0.99
a22oi         75               5.3
clkbuf        99               3.5
nor4          26               1.5
or3b           2              0.16
a31oi         10              0.59
edfxtp        40                11
buf           15              0.71
a21oi         56               2.6
a311oi        59               4.9
a21boi        24               1.7
nor3          31               1.5
mux2          34               3.6
o31ai          2              0.19
mux2i         28               2.6
xnor2         64               5.3
ha             2              0.24
or2            4              0.24
a221oi         2              0.22
nand3         70               3.3
and2           3              0.18
a222oi         6              0.56
a211oi         7              0.49
or4            8              0.60
inv            9              0.32
a21o           4              0.28
nor4b          3              0.25
a31o           2              0.16
o21ai         95               4.5
o21a           2              0.14
nand2        187               6.6
nor2          56               2.0
o31a          12              0.99
nand4         34               2.0
nor2b          5              0.29
-- cell families after synthesis --
kind of cell | Yosys count | synth area share (%)
xor gates and xnor gates | 76 | 6.26
DFF | 187 | 39.0
adders and majority gates | 2 | 0.235
muxes | 62 | 6.24
buffers and inverters | 123 | 4.53
and+or+nand+nor | 459 | 20.6
AOI/OAI and AO/OA | 363 | 23.1
-- layout make-up --
cell class,instances,area [um2],share of cell area [%]
inverters,9,33.8,0.251
clock buffers,18,429,3.19
flip-flops and latches,187,4150,30.8
diodes,2,5.00,0.0372
well taps,455,569,4.23
multi-input cells,962,6070,45.1
repair buffers,215,2070,15.4
clock inverters,14,138,1.02
-- layer usage --
layer  global-route usage [%]  vias up  part of all wire (%)
met5                        0        -                     0
met4                     5.66        0                   2.6
met3                     6.65       61                    11
met2                     33.8      574                    43
met1                     36.4     5054                    44
li1                         -     4991                     -
-- through the flow --
stage                     area (um2)  total power [mW]  utilization [%]  hold slack (ps)  setup WS [ps]
after global routing           13500              2.24             38.8              424           2160
after floorplan                10600              1.19                -              385           3880
final                          13500              2.16             38.8              410           2310
after CTS                      13500              2.17             38.8              410           2420
after detailed placement       12900              1.40             37.1              400           2430
after global placement         12900              1.39             37.1              396           2430
Power figures rest on the tool's default switching activity, not on a simulated workload.
